==> flow/design.v <==
`timescale 1ns/1ps
module pipelined_multiplier #(
    parameter int DATA_WIDTH = 32,         
    parameter bit USE_REGISTERED_INPUT = 1  
)(
    input  logic                      clk_i,
    input  logic                      rst_ni,
    input  logic [DATA_WIDTH-1:0]     s_axis_tdata_a,
    input  logic [DATA_WIDTH-1:0]     s_axis_tdata_b,
    input  logic                      s_axis_tvalid,
    output logic                      s_axis_tready,
    output logic [2*DATA_WIDTH-1:0]   m_axis_tdata,
    output logic                      m_axis_tvalid,
    input  logic                      m_axis_tready
);
    logic [DATA_WIDTH-1:0]    operand_a_ff, operand_a_next;
    logic [DATA_WIDTH-1:0]    operand_b_ff, operand_b_next;
    logic                     input_valid_ff, input_valid_next;
    logic [DATA_WIDTH-1:0]    stage1_a, stage1_b;
    logic                     stage1_valid;
    logic [2*DATA_WIDTH-1:0]  stage1_partial;
    logic [2*DATA_WIDTH-1:0]  stage2_product;
    logic                     stage2_valid;
    always_comb begin : input_stage
        operand_a_next = s_axis_tdata_a;
        operand_b_next = s_axis_tdata_b;
        input_valid_next = s_axis_tvalid;
        s_axis_tready = m_axis_tready || !m_axis_tvalid;
    end
    generate if (USE_REGISTERED_INPUT) begin : gen_input_flops
        always_ff @(posedge clk_i or negedge rst_ni) begin : input_registers
            if (!rst_ni) begin
                operand_a_ff <= '0;
                operand_b_ff <= '0;
                input_valid_ff <= 1'b0;
            end else if (s_axis_tready) begin
                operand_a_ff <= operand_a_next;
                operand_b_ff <= operand_b_next;
                input_valid_ff <= input_valid_next;
            end
        end
        assign stage1_a = operand_a_ff;
        assign stage1_b = operand_b_ff;
        assign stage1_valid = input_valid_ff;
    end else begin : gen_no_input_flops
        assign stage1_a = operand_a_next;
        assign stage1_b = operand_b_next;
        assign stage1_valid = input_valid_next;
    end endgenerate
    always_ff @(posedge clk_i or negedge rst_ni) begin : stage1_registers
        if (!rst_ni) begin
            stage1_partial <= '0;
            stage1_valid <= 1'b0;
        end else begin
            stage1_partial <= stage1_a[15:0] * stage1_b[15:0];  
            stage1_valid <= stage1_valid;
        end
    end
    always_ff @(posedge clk_i or negedge rst_ni) begin : stage2_registers
        if (!rst_ni) begin
            stage2_product <= '0;
            stage2_valid <= 1'b0;
        end else begin
            stage2_product <= stage1_a * stage1_b;  
            stage2_valid <= stage1_valid;
        end
    end
    always_ff @(posedge clk_i or negedge rst_ni) begin : output_registers
        if (!rst_ni) begin
            m_axis_tdata <= '0;
            m_axis_tvalid <= 1'b0;
        end else if (m_axis_tready || !m_axis_tvalid) begin
            m_axis_tdata <= stage2_product;
            m_axis_tvalid <= stage2_valid;
        end
    end
    // synthesis translate_off
    initial begin
        assert(DATA_WIDTH inside {8, 16, 32, 64}) else 
            $error("Invalid DATA_WIDTH parameter");
    end
    property valid_handshake;
        @(posedge clk_i) disable iff (!rst_ni)
        s_axis_tvalid && !s_axis_tready |=> $stable(s_axis_tdata_a) && $stable(s_axis_tdata_b);
    endproperty
    assert property (valid_handshake) else
        $error("Input data changed while valid high and ready low");
    // synthesis translate_on
endmodule
==> flow/run.sh <==
#!/bin/bash
# OpenROAD 26Q1-2900-gdf79404cd8, Yosys 0.63+post, stock flow scripts
make -C /OpenROAD-flow-scripts/flow DESIGN_CONFIG=/design/flow/config.mk WORK_HOME=/design/flow/orfs finish
==> flow/config.mk <==
export PLATFORM = sky130hd
export DESIGN_NAME = pipelined_multiplier
export DESIGN_NICKNAME = pipelined_multiplier
export VERILOG_FILES = /design/flow/design.v
export SDC_FILE = /design/flow/constraint.sdc
export NUM_CORES = 4
export LEC_CHECK = 1
export CORE_UTILIZATION = 40
==> flow/constraint.sdc <==
current_design pipelined_multiplier

set clk_period 14.9
set clk_io_pct 0.2

create_clock -name clk0 -period $clk_period [get_ports {clk_i}]

set non_clock_inputs [all_inputs -no_clocks]
set_input_delay [expr $clk_period * $clk_io_pct] -clock clk0 $non_clock_inputs
set_output_delay [expr $clk_period * $clk_io_pct] -clock clk0 [all_outputs]
==> summary.txt <==
flow finished, numbers: status finished clean, CTS tree built, final WL 103000 um, vias in the first global route between 20000 and 30000, Req. time, crit path roughly 15000 ps, Overflow after GRT 0, IO Port Bufs 129, Crit Path Max Fanout 25, GR peak layer met2, Global Route met1 Usage a little under a third, class of the worst hold path register to register, vias about 26000, Clock Sinks 192, Seq cells post-synth between 150 and 200, Synth Cell Area 38200 um^2, Mean Syn Cell Area between 9 and 10 um^2, number of cells in Yosys stat approximately 4000, total CTS buffers 17, # fillers around 9000, grt met2 use between 30% and 40%, Synth Seq Share 12.6%, Clock Latency Late Sink around 520 ps, clock root buffer clkbuf_16, most used logic cell in the final layout fa_1, YS chip area between 30000 and 40000 um^2, htree depth 4, Starting DRT DRC Count approximately 1000, Final Hold Fails 0, Site Rows around 110, DIE WIDTH 311 um, number of enable flip-flop cells 0, gpl congestion about 0.92, DP HPWL between 70000 and 80000 um, max-slew violations 0, clk buf depth 2, core area ~94000 um^2, Init Core Util 40.7%, most frequent cells in the layout fa_1, inv_1, and2_1, Max transition margin around half, Synth Warn # 4, Final WS setup approximately 6700 ps, share of layout cells above drive strength 1 about 3.2%, Top-Level Pins approximately 130, 1st-pass router iterations 5, met3 Use GR between 9 and 10%, die area about 97000 um^2, postcts setup bufs 0, OpenROAD warning count 27, reg2reg setup slack roughly 6700 ps, DRC viols 0, Worst setup EP type register, largest net degree at the start of global routing roughly 56, crit path kind register to register, fmax ~120 MHz, Worst EP arrival 8660 ps, Chip Height a little over 300 um, DP Worst Slack 6800 ps, max-capacitance violation count 0, Hold WS roughly 340 ps, Resized Gates After CTS 0, cells after synthesis approximately 4000, top_reg_cell synth dfrtp_1, Netlist cell types approximately 62, Synth async-reset ratio approximately 100%, final setup fails 0, first-pass GRT wire length approximately 160000 um, Tmin final between 8000 and 9000 ps, GRT Overall Usage between 20% and 30%, wire per inst 20.0 um, setup tns final 0 ps, unrepaired setup endpoints after global routing false, skew final about 20 ps, CTS Hold Buffers Added 0, ANT nets after route 0, vias per cell slightly below 5, Area growth syn-to-layout 8.21%, slew of the pin with the lowest slew margin between 700 and 800 ps, initial antenna violation count 2, crit path launch type register, fin crit share 55.2%, Clock transition at path regs around 90 ps
[sequential cells by signal, summed over array words and instances, names as in the netlist]
register / cells
stage2_product: 64
operand_a_ff: 32
m_axis_tdata: 64
operand_b_ff: 32
[final cells by class]
type                       count  area [um^2]  area share (%)
timing repair buffer         197         1810            4.37
tap                         1254         1570            3.80
clock buffer                  18          439            1.06
antenna                        2         5.00          0.0121
inverter                     866         3250            7.86
clock inverter                14          164           0.397
sequential                   192         4810            11.6
multi-input combinational   2615        29300            70.9
[cells in the mapped netlist (21+ instances only)]
cell type	number	area share [%]
a21o_1	31	0.61
a21oi_1	72	0.94
and2_1	601	9.8
clkbuf_1	202	2.0
dfrtp_1	192	13
fa_1	896	47
ha_1	263	8.6
inv_1	866	8.5
nand2_1	475	4.7
nor2_1	36	0.35
o21ai_0	38	0.50
xnor2_1	41	0.94
xor2_1	21	0.48
[worst paths after layout]
check                                             start                      endpoint  cells after the start
min reg2reg                stage2_product[49]$_DFF_PN0_    m_axis_tdata[49]$_DFF_PN0_                      0
max reg2reg                  operand_b_ff[26]$_DFF_PN0_  stage2_product[61]$_DFF_PN0_                     21
max                          operand_b_ff[26]$_DFF_PN0_  stage2_product[61]$_DFF_PN0_                     21
min in group asynchronous                        rst_ni    m_axis_tdata[17]$_DFF_PN0_                      1
max in group asynchronous                        rst_ni    operand_a_ff[30]$_DFF_PN0_                      3
min                        stage2_product[49]$_DFF_PN0_    m_axis_tdata[49]$_DFF_PN0_                      0
[per-layer routing]
metal / up-vias / part of all wire, %
met5: - / 0.16
met4: 2 / 4.2
met3: 180 / 9.6
met2: 947 / 49
met1: 13200 / 37
li1: 11300 / -
[per-stage QoR]
stage	utilization [%]	instances	area [um^2]
after global placement	43.4	5124	40700
after global routing	44.0	5156	41300
after detailed placement	43.4	5124	40700
final	44.0	5158	41300
after floorplan	-	3887	38200
after CTS	44.0	5156	41300
[cell families after synthesis]
logic type               count (synthesis)  share of synthesized area [%]
other                                    2                         0.0197
buffers and inverters                 1080                           10.7
AND-OR/OR-AND                          217                           3.78
flip-flops                             192                           12.6
AND/OR/NAND/NOR                       1175                           15.9
adder cells (fa/ha/maj)               1159                           55.6
XOR/XNOR                                62                           1.42
[worst max-delay path, cell delays in order (launching register included)]
cell	delay (ps)
dfrtp_1	780
buf_4	530
nand2_1	150
fa_1	560
inv_1	50
fa_1	550
fa_1	430
fa_1	470
fa_1	530
fa_1	450
fa_1	490
inv_1	50
fa_1	540
inv_1	80
ha_1	400
nand2_1	140
nor3_1	400
o2111ai_1	420
a21oi_1	360
o311ai_2	200
o41ai_1	370
xor2_1	180
